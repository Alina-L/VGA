**flow/run.sh**
```bash
#!/bin/bash
# OpenROAD 26Q1-2900-gdf79404cd8, Yosys 0.63+post, stock flow scripts
make -C /OpenROAD-flow-scripts/flow DESIGN_CONFIG=/design/flow/config.mk WORK_HOME=/design/flow/orfs finish
```
**flow/config.mk**
```make
export PLATFORM = sky130hd
export DESIGN_NAME = VGA_Controller
export DESIGN_NICKNAME = VGA_Controller
export VERILOG_FILES = /design/flow/design.v
export SDC_FILE = /design/flow/constraint.sdc
export NUM_CORES = 4
export LEC_CHECK = 1
export CORE_AREA = 10 10 110 110
export DIE_AREA = 0 0 120 120
```
**flow/constraint.sdc**
```tcl
current_design VGA_Controller

set clk_period 2.1
set clk_io_pct 0.2

create_clock -name clk0 -period $clk_period [get_ports {control_clock}]

set non_clock_inputs [all_inputs -no_clocks]
set_input_delay [expr $clk_period * $clk_io_pct] -clock clk0 $non_clock_inputs
set_output_delay [expr $clk_period * $clk_io_pct] -clock clk0 [all_outputs]
```
**flow/design.v**
```verilog
	parameter pixel_freq = 75;		 
	parameter h_sync_polarity = 0; 	
	parameter v_sync_polarity = 0;		
	parameter h_visible_area = 1024;
	parameter h_front_porch = 24;
	parameter h_sync_pulse = 136;
	parameter h_back_porch = 144;
	parameter h_whole_line = 1328;
	parameter v_visible_area = 768;
	parameter v_front_porch = 3;
	parameter v_sync_pulse = 6;
	parameter v_back_porch = 29;
	parameter v_whole_line = 806;
module Comparator #(parameter DATA_SIZE = 11, THRESHOLD = 0)(
		input [DATA_SIZE - 1 : 0] data_to_compare,
		output 					 			enabled
    );
	 assign enabled = (data_to_compare == THRESHOLD)?(1):(0);
endmodule 
module Counter #(parameter COUNTER_SIZE = 11,
									WHOLE_FRAME  = 11'b10100110000)(
		input 													 control_clock,
		output [COUNTER_SIZE - 1 : 0] 					counter_output
    );
		reg 	 [COUNTER_SIZE - 1 : 0]   		  internal_register = 0;
	 always @ (posedge control_clock) begin
		if(internal_register >= WHOLE_FRAME)
			internal_register <= 0;
		else 
			internal_register <= internal_register + 1;
	 end
		assign counter_output = internal_register; 
endmodule
module Counter_With_Zero_And_Threshold_Detect 
	#( 
	 parameter ZERO = 0, 
				  THRESHOLD   = 11'b10000110000, 
				  WHOLE_FRAME = 11'b10100110000,
				  COUNTER_SIZE = 11)(
    input  control_clock,
	 output zero_detected,
	 output threshold_detected,
	 output reg [COUNTER_SIZE - 1 : 0] counter_status
	 );
		wire [COUNTER_SIZE - 1 : 0] counter_output;
		always@(posedge control_clock) counter_status <= counter_output;
		Counter #(COUNTER_SIZE, WHOLE_FRAME) Counter(
			.control_clock(control_clock),
			.counter_output(counter_output)
		);
		Zero_Detector #(COUNTER_SIZE) Zero_Detector(
			.data_to_compare(counter_output),
			.enabled(zero_detected)
		);
		Comparator #(COUNTER_SIZE, THRESHOLD) Threshold_DETECTOR(
			.data_to_compare(counter_output),
			.enabled(threshold_detected)
		);
endmodule
module Enabled_Counter_With_Zero_And_Threshold_Detect
	#( 
	 parameter ZERO = 0, 
				  THRESHOLD   = 11'b10000110000, 
				  WHOLE_FRAME = 11'b10100110000,
				  COUNTER_SIZE = 11)(
    input  control_clock,
	 input  counter_enable,
	 output zero_detected,
	 output threshold_detected,
	 output reg [COUNTER_SIZE - 1 : 0] counter_status
	 );
		wire [COUNTER_SIZE - 1 : 0] counter_output;
		always@(posedge control_clock) counter_status <= counter_output;
		Counter #(COUNTER_SIZE, WHOLE_FRAME) Counter(
			.control_clock(control_clock),
			.counter_output(counter_output)
		);
		Zero_Detector #(COUNTER_SIZE) Zero_Detector(
			.data_to_compare(counter_output),
			.enabled(zero_detected)
		);
		Comparator #(COUNTER_SIZE, THRESHOLD) Threshold_DETECTOR(
			.data_to_compare(counter_output),
			.enabled(threshold_detected)
		);
endmodule
module H_Sync_Generator #(parameter ZERO = 0, 
												THRESHOLD_HSYNC   = 11'b10000110000, 
												WHOLE_FRAME = 11'b10100110000,
												COUNTER_SIZE = 11)(
		input 						control_clock,
		output 		 						 h_sync,
		output [COUNTER_SIZE - 1 : 0] h_counter
    );
	 wire threshold_detected;
	 wire zero_detected		;
	 Counter_With_Zero_And_Threshold_Detect 
	 #(ZERO, THRESHOLD_HSYNC, WHOLE_FRAME, COUNTER_SIZE) Counter_With_Zero_And_Threshold_Detect(
		.control_clock(control_clock),
		.threshold_detected(threshold_detected),
		.zero_detected(zero_detected),
		.counter_status(h_counter)
		);
	  Sync_Generator H_Sync_Generator(
		.set(zero_detected),
		.reset(threshold_detected),
		.sync(h_sync)
		);
endmodule
module Sync_Generator(
		input 				set,
		input 			 reset,
		output reg		  sync
    );
	always@(*)
		if(reset) sync  <= 1;
		else if(set) sync <= 0;
endmodule
module VGA_Controller #(parameter ZERO = 0, 
											 THRESHOLD_HSYNC   = 11'b10000110000,
											 THRESHOLD_VSYNC   = 11'b10000110000,
											 WHOLE_FRAME_VERTICAL = 11'b10100110000,
											 WHOLE_FRAME_HORIZONTAL = 806,
											 COUNTER_SIZE = 11)(
		input 	control_clock,
		output 			 v_sync,
		output 			 h_sync,
		output [COUNTER_SIZE - 1 : 0] h_pos,
		output [COUNTER_SIZE - 1 : 0] v_pos
    );
	H_Sync_Generator #(ZERO, THRESHOLD_HSYNC, WHOLE_FRAME_HORIZONTAL, COUNTER_SIZE) H_Sync_Generator (
		.control_clock(control_clock),
		.h_sync(h_sync),
		.h_counter(h_pos)
    );
	V_Sync_Generator #(ZERO, THRESHOLD_VSYNC, WHOLE_FRAME_VERTICAL, COUNTER_SIZE) V_Sync_Generator(
		.control_clock(control_clock),
		.v_sync(v_sync),
		.enable(h_sync),
		.v_counter(v_pos)
	 );
endmodule
module V_Sync_Generator #(parameter ZERO = 0, 
												THRESHOLD_VSYNC   = 11'b10000110000, 
												WHOLE_FRAME = 11'b10100110000,
												COUNTER_SIZE = 11)(
		input 						control_clock,
		input									 enable,
		output 		 						 v_sync,
		output	[COUNTER_SIZE - 1 : 0] v_counter
    );
	 wire threshold_detected;
	 wire zero_detected		;
	 Enabled_Counter_With_Zero_And_Threshold_Detect
	 #(ZERO, THRESHOLD_VSYNC, WHOLE_FRAME, COUNTER_SIZE) Enabled_Counter_With_Zero_And_Threshold_Detect(
		.control_clock(control_clock),
		.counter_enable(enable),
		.threshold_detected(threshold_detected),
		.zero_detected(zero_detected),
		.counter_status(v_counter)
		);
	  Sync_Generator V_Sync_Generator(
		.set(zero_detected),
		.reset(threshold_detected),
		.sync(v_sync)
		);
endmodule
module Zero_Detector	#(parameter DATA_SIZE = 11)(
		input [DATA_SIZE - 1 : 0] data_to_compare,
		output 					 			enabled
    );
	 assign enabled = (data_to_compare == 0)?(1):(0);
endmodule 
```
==> flow_summary_export.csv <==
group,metric,value,unit
floorplan,io_pins,25,
critical_path,critical_path_class,"flip-flop to flip-flop",
placement,io_buffer_count,24,
critical_path,crit_chain,"nand4_2 > or4_4 > a211oi_2",
flow_run,drv_cap,0,
power,power_leakage,0.7201,nW
yosys,synth-main-ff-cell,"dfxtp_1",
final_timing,timing.final.hold_violations,0,
yosys,warnings_from_yosys,5,
yosys,ys_seq_elements,46,
yosys,yosysTopAreaCellShare,56.46,%
routing,wl,2993,um
layout,num-fill-cells,1053,
final_timing,timing.clock.skew,0.004477,ns
layout,layout-drive-gt1-share,7.558,%
critical_path,family_with_the_most_delay_on_the_worst_path,"simple AND/OR/NAND/NOR gates",
final_timing,worst_slew_margin_rel,63.30,%
yosys,yosys-stat-cells,146,
yosys,edf_count,0,
routing,drt_pre_antenna_iters,4,
clock_network,post_cts_resize_count,0,
critical_path,worstSetupStartpointType,"flip-flop",
routing,viasPerCell,3.616,
critical_path,timing.reg2reg.setup_slack,0.53,ns
placement,place_ws,0.5295,ns
yosys,netlist_area,0.001560,sq mm
yosys,synthTopCellsByArea,"dfxtp_1, ha_1, nand3_1",
yosys,yosys.cell_count.top_type,"dfxtp_1",
yosys,synthDistinctLibCells,37,
routing,first_iter_violations,38,
critical_path,number_of_buffer_and_inverter_stages_on_the_critical_path,0,
final_timing,unclocked_pins,2,
routing,drc,0,
placement,post-place-cells,298,
placement,placed_cell_area,0.001941,sq mm
yosys,yosysChipArea,0.001560,sq mm
clock_network,cts_buffer_depth,2,
critical_path,timing.critical_path.slowest_cell_delay,0.55,ns
global_route,overflow,0,
critical_path,critical_path.max_fanout,8,
final_timing,slew_limit_fails,0,
power,pwrdens,701.7,mW/mm^2
floorplan,chip_area,0.01440,sq mm
floorplan,die_y,120,um
layout,area_growth,30.55,%
critical_path,timing.critical_path.arrival,1.77,ns
global_route,grt_start_max_net_pins,15,
final_timing,worstMarginPinSlew,0.5487,ns
routing,diodes,0,
routing,route.detailed.wl_per_inst,9.813,um
outcome,status,"finished, final reports clean",
floorplan,placement_rows,36,
clock_network,clk_transition_reported_paths,0.07,ns
yosys,synthesis.instances,146,
power,total_power,1.429,mW
critical_path,cp_data_required_time,2.31,ns
worst_hold_path,holdPathStages,0,
global_route,grt_pass1_vias,1011,
clock_network,maximum_level_of_the_cts_h_tree,2,
yosys,syn_area_per_cell,10.69,sq um
floorplan,floorplan.core_util,15.96,%
critical_path,worst_path_max_delay_cell,"or4_4",
placement,dpl.hpwl,2138,um
critical_path,worstRegToRegCells,3,
layout,layout.cell_area.non_filler,0.002037,sq mm
placement,globalplace.congestion,0.7905,
yosys,async_flop_share,0,%
clock_network,cts_buffers,5,
layout,stdcell_count,305,
final_timing,worst_slack,0.5342,ns
final_timing,unconstrained_endpoints,4,
global_route,global_route.usage.total,4.104,%
routing,route.vias.total,1103,
final_timing,rsz0062_at_grt,"no",
final_timing,setup_viol,0,
floorplan,placeableCoreArea,0.009774,sq mm
yosys,cell_type_with_the_largest_total_area,"dfxtp_1",
global_route,antenna_found_initial,0,
final_timing,fin_tns_setup,0,ns
global_route,grt_first_pass_wirelength,4961,um
final_timing,max_freq,638.6,MHz
yosys,synthTopCellsByCount,"dfxtp_1, nand3_1, o21ai_0",
worst_hold_path,hold_path.class,"flip-flop to flip-flop",
power,ir_drop,383.7,uV
clock_network,ctsHoldBuffers,0,
routing,route.antenna.remaining_nets,0,
floorplan,die_width,120,um
critical_path,end_kind,"flip-flop",
clock_network,clock_latency,0.28,ns
clock_network,clk_root_buffer_cell,"clkbuf_8",
clock_network,tritoncts,"done",
final_timing,min_period,1.566,ns
flow_run,warnings,28,
clock_network,post_cts.repair.setup_buffers,0,
final_timing,final_min_period_over_clock_period,74.56,%
## worst max-delay path by stage
stage         start  depth (start not counted)  slack, ns   endpoint
5_1_grt   flip-flop                          3       0.41  flip-flop
4_1_cts   flip-flop                          3       0.52  flip-flop
6_report  flip-flop                          3       0.53  flip-flop
## power by group
part	total [mW]	switching (mW)	internal [mW]
clock	0.540	0.247	0.293
sequential	0.862	0.0148	0.847
combinational	0.0278	0.00923	0.0186
## cells by family after synthesis
kind of cell | synth area share (%)
buffers and inverters | 2.887
DFF | 56.46
and+or+nand+nor | 16.68
other | 0.2403
xor gates and xnor gates | 3.369
adders and majority gates | 4.010
AOI/OAI and AO/OA | 13.79
muxes | 0.6416
latches | 1.925
## cell usage in the layout, fill, tap and decap left out, types with 2 or more instances in the layout
cell type	Yosys	routed
o21ai_0	10	10
or3_1	8	8
o31ai_1	2	2
inv_1	5	5
ha_1	5	5
dfxtp_1	44	44
a21o_1	2	2
nand3_1	10	10
a211oi_1	4	4
xor2_1	3	3
nand2_1	6	6
nor3_1	5	5
clkbuf_8	0	7
a22oi_1	4	4
or4_1	2	2
xnor2_1	3	3
dlxtn_1	2	2
nor2_1	3	3
nand4_1	2	2
or3_2	2	2
a21oi_1	5	5
clkdlybuf4s50_1	0	24
## through the flow
step                util [%]  hold slack (ns)
finish                 20.84           0.4049
global route           20.84           0.4247
CTS                    20.84           0.4067
detailed placement     19.85           0.3956
global placement       19.85           0.3923
floorplan                  -           0.3300
## routing by layer
| layer | vias up | global-route usage [%] | wire length [um] | share of wire, % |
|---|---|---|---|---|
| li1 | 580 | - | - | - |
| met1 | 496 | 5.198 | 1334 | 45 |
| met2 | 25 | 6.396 | 1363 | 46 |
| met3 | 2 | 2.047 | 286 | 9.6 |
| met4 | 0 | 0.4525 | 9 | 0.30 |
| met5 | - | 0 | 0 | 0 |
## cell type report
cell class | instances | area [sq um] | share of cell area [%]
tap | 133 | 166.4 | 8.170
timing repair buffer | 24 | 240.2 | 11.79
sequential | 46 | 910.9 | 44.72
clock buffer | 7 | 96.34 | 4.730
multi-input combinational | 90 | 604.3 | 29.67
inverter | 5 | 18.77 | 0.9214
No activity file was given, so power comes from the tool's default toggle rates.
