<file path="/design/flow/config.mk">
export PLATFORM = sky130hd
export DESIGN_NAME = vertical_count
export DESIGN_NICKNAME = vertical_count
export VERILOG_FILES = /design/flow/design.v
export SDC_FILE = /design/flow/constraint.sdc
export NUM_CORES = 4
export LEC_CHECK = 1
export CORE_AREA = 10 10 80 80
export DIE_AREA = 0 0 90 90
</file>
<file path="/design/flow/constraint.sdc">
current_design vertical_count

set clk_period 1.9
set clk_io_pct 0.2

create_clock -name clk0 -period $clk_period [get_ports {enable}]

set non_clock_inputs [all_inputs -no_clocks]
set_input_delay [expr $clk_period * $clk_io_pct] -clock clk0 $non_clock_inputs
set_output_delay [expr $clk_period * $clk_io_pct] -clock clk0 [all_outputs]
</file>
<file path="/design/flow/design.v">
	parameter pixel_freq = 75;		 
	parameter h_sync_polarity = 0; 	
	parameter v_sync_polarity = 0;		
	parameter h_visible_area = 1024;
	parameter h_front_porch = 24;
	parameter h_sync_pulse = 136;
	parameter h_back_porch = 144;
	parameter h_whole_line = 1328;
	parameter v_visible_area = 768;
	parameter v_front_porch = 3;
	parameter v_sync_pulse = 6;
	parameter v_back_porch = 29;
	parameter v_whole_line = 806;
`timescale 1ns / 1ps
module vertical_count #(parameter SYNC_PULSE   = 11'd2,
											 WHOLE_FRAME  = 11'd449,
											 FRONT_PORCH  = 11'd37,
											 BACK_PORCH   = 11'd60,
											 VISIBLE_AREA = 11'd350
	)(
	input 		slow_clock,
	input enable,
	output [10:0] out_vertical_counter,
	output reg enable_display_vertically,
	output reg vsync
    );
	 reg [10 : 0] vertical_counter = 0;
	always @ (posedge enable) begin
			if (vertical_counter < SYNC_PULSE) 
				vsync <= 0;
			else 
				vsync <= 1;
			if (vertical_counter == WHOLE_FRAME)
				vertical_counter <= 0;
			else
				vertical_counter <= vertical_counter + 1;
			if ((vertical_counter < SYNC_PULSE + FRONT_PORCH) || (vertical_counter > VISIBLE_AREA + FRONT_PORCH + SYNC_PULSE))
				enable_display_vertically <= 0;
			else
				enable_display_vertically <= 1;
	end
	assign out_vertical_counter= vertical_counter;
endmodule
</file>
<file path="/design/flow/run.sh">
#!/bin/bash
# OpenROAD 26Q1-2900-gdf79404cd8, Yosys 0.63+post, stock flow scripts
make -C /OpenROAD-flow-scripts/flow DESIGN_CONFIG=/design/flow/config.mk WORK_HOME=/design/flow/orfs finish
</file>
==> out/qor.yml <==
fmax_mhz: 597
firstDrtPassIters: 3
crit_chain: "clkdlybuf4s50_1"
ys_cells: 68
top_area_cell: "dfxtp_1"
period_used_pct: 88.2
worst-endpoint-arrival_ns: 1.30
worstSkewPairLatency_ns: 0.24
h-tree-depth: 1
grt_pass1_vias: 506
fp_util_pct: 12.9
outcome: "complete, no violations"
dp.cells: 144
core_um2: 4720
antenna_found_initial: 0
finClkSkew_ns: 0.000749
yosysChipArea_um2: 609
worst_slew_margin_rel_pct: 76.5
hold_class: "reg -> reg"
io_pins: 15
syn_avg_cell_area_um2: 8.96
whs_path_depth: 1
numPortBuffers: 13
grt_overflow: 0
worst_pin_slew_ns: 0.349
ys_types: 25
yosysWarnings: 1
die_h_um: 90
placed_area_um2: 795
clock_path_buffers: 2
cts_root_buf: "clkbuf_8"
cts_tree: "yes"
die_width_um: 90
rrSetupSlack_ns: 0.44
top_cell_area_share_pct: 42.7
drc: 0
period_minus_slack_ns: 1.68
postRouteAntennaNets: 0
hold_ws_ns: 0.543
nFillCells: 535
area_leaders: "dfxtp_1 43%, xnor2_1 5.7%, ha_1 4.1%, nand4_1 4.1%, nor2_1 3.7%"
rr_worst_depth: 4
track_usage_pct: 3.77
final_cell_area_um2: 840
globalplace.congestion: 0.769
crit_path_max_incr_delay_ns: 0.54
routed_wl_um: 1480
end_kind: "output port"
path_delay_family: "buffers and inverters"
synthCells: 68
drt_iter0_drc: 45
finalSetupTns_ns: 0
regToRegStartpoint: "vertical_counter[0]$_SDFF_PN0_"
r2r_end: "vertical_counter[2]$_SDFF_PN0_"
dieArea_um2: 8100
yosys_register_bits: 13
power_density_nw_per_um2: 613
crit_type: "reg -> out"
drive_gt1_share_pct: 6.17
antenna_cells_inserted: 0
cts_setup_buffers: 0
ir_drop_mv: 0.220
num_vias: 525
max_cap_viol_count: 0
worstPathRequired_ns: 1.52
setup_viol: 0
layout.cells.non_filler: 148
grt_start_max_net_pins: 11
critPathLaunchType: "register"
clk_pin_slew_ns: 0.05
warning_count: 27
finalMaxSlewViolations: 0
hold_end: "vertical_counter[10]$_SDFF_PN0_"
synth_seq_share_pct: 42.7
cts_buffers: 3
p_leak_nw: 0.291
critPathBufInv: 1
rows: 25
synth_area_um2: 609
grt_first_pass_wirelength_um: 2570
cts_sinks: 13
wl_per_cell_um: 10.0
hold_buffers: 0
hpwl_um: 1110
post_drt_via_cell_ratio: 3.55
hold_violations: 0
area_delta_synth_final_pct: 37.8
min-delay-start: "vertical_counter[10]$_SDFF_PN0_"
cts_resized: 0
cp_slowest_cell: "clkdlybuf4s50_1"
cp_max_fo: 10
rsz0062_at_grt: "false"
## routing by layer
layer / track usage, % / up-vias / wire length (um)
met5: 0 / - / 0
met3: 1.68 / 2 / 108
met4: 0.398 / 0 / 14
met2: 5.75 / 12 / 638
met1: 4.96 / 240 / 723
li1: - / 271 / -
## placed cells by master (no fill, tap or decap), drive strengths merged
cell           Yosys  final
a211oi             1      1
a21oi              3      3
a221oi             1      1
a311oi             1      1
and3               3      3
clkbuf             0      4
clkdlybuf4s50      0     13
dfxtp             13     13
ha                 2      2
inv                2      2
nand2              3      3
nand3              4      4
nand4              4      4
nor2               6      6
nor3               4      4
nor3b              1      1
nor4               2      2
o211a              1      1
o21ai              4      4
or3                3      3
xnor2              4      4
xor2               2      2
## synth_stat cells
cell      number
a211oi_1       1
a21oi_1        2
a21oi_2        1
a221oi_1       1
a311oi_1       1
and3_1         3
buf_2          2
buf_4          1
buf_6          1
dfxtp_1       13
ha_1           2
inv_1          2
nand2_1        3
nand3_1        3
nand3_2        1
nand4_1        4
nor2_1         6
nor3_1         4
nor3b_1        1
nor4_1         2
o211a_1        1
o21ai_0        4
or3_1          3
xnor2_1        4
xor2_1         2
## report_power, final
group	switching [mW]	total [mW]	internal, mW
clock	0.0937	0.242	0.148
combinational	0	0.000000164	0
sequential	0	0.273	0.273
## state kept, by name (all words and copies together) (netlist names)
register / flops
vertical_counter: 11
enable_display_vertically: 1
vsync: 1
## kinds of logic after synthesis
family	after synthesis	share of synthesized area, %
buffers and inverters	6	5.96
and+or+nand+nor	30	26.5
AOI/OAI and AO/OA	11	12.1
xor gates and xnor gates	6	8.62
adders and majority gates	2	4.11
DFF	13	42.7
## through the flow
stage / utilization, % / setup WS, ns / total power, mW
detailed placement: 16.8 / 0.446 / 0.279
global placement: 16.8 / 0.431 / 0.279
CTS: 17.8 / 0.211 / 0.520
finish: 17.8 / 0.224 / 0.514
global route: 17.8 / 0.144 / 0.529
floorplan: - / 0.670 / 0.279
## final cells by class
| cell class | instances | area, um2 | share of cell area [%] |
|---|---|---|---|
| sequential | 13 | 260 | 31.0 |
| inverter | 2 | 7.51 | 0.894 |
| timing repair buffer | 13 | 130 | 15.5 |
| multi-input combinational | 49 | 313 | 37.3 |
| tap | 67 | 83.8 | 9.99 |
| clock buffer | 4 | 45.0 | 5.37 |
## worst max-delay path by stage
stage / startpoint / end / slack [ns] / cells after the start
after CTS: vertical_counter[2]$_SDFF_PN0_ / out_vertical_counter[2] / 0.21 / 1
after global routing: vertical_counter[2]$_SDFF_PN0_ / out_vertical_counter[2] / 0.14 / 1
final: vertical_counter[2]$_SDFF_PN0_ / out_vertical_counter[2] / 0.22 / 1
Power is estimated from default activity; no workload was simulated.
