`flow/design.v`:
```
	parameter pixel_freq = 75;		 
	parameter h_sync_polarity = 0; 	
	parameter v_sync_polarity = 0;		
	parameter h_visible_area = 1024;
	parameter h_front_porch = 24;
	parameter h_sync_pulse = 136;
	parameter h_back_porch = 144;
	parameter h_whole_line = 1328;
	parameter v_visible_area = 768;
	parameter v_front_porch = 3;
	parameter v_sync_pulse = 6;
	parameter v_back_porch = 29;
	parameter v_whole_line = 806;
`timescale 1ns / 1ps
module CTRL_CIRC (
    input  sSCL,
    input  sSDA,
	 input CLK,
    output reg START
);
reg [2:0] state = 1;
reg [3:0] cnt = 0;
always @(negedge sSCL) begin
        case (state)
            3'b001: if (sSDA == 0 && cnt == 0) state <= 3'b010;			 
				3'b010: if (cnt == 8) state <= 3'b011;        					 
				3'b011: if (cnt == 9) state <= 3'b100;								 
            3'b100: if (sSDA == 1 && cnt == 10) state <= 3'b001;			 
            default: state <= 3'b001;
        endcase
end
always @(negedge sSCL) begin
   if ((sSDA == 1) && (cnt == 0)) cnt <= 0;
	if (cnt == 10) cnt <= 0;
	else cnt <= cnt + 1;
end
always @(state) begin
if (state == 3'b010 || state == 3'b100 || state == 3'b011) START = 1;
else START = 0;
end
endmodule
`timescale 1ns / 1ps
module FFSYNC(
	input SDA,
	input SCL,
	input CLK,
	output reg sSDA,
	output reg sSCL
    );
always@(negedge CLK) begin
	sSDA<=SDA;
	sSCL<=SCL;
end
endmodule
`timescale 1ns / 1ps
module OUTREG( 
	input  [7:0] PROR,
	input  CLK,
	input OE,
	output reg [7:0] SCANCODE
    );
reg [7:0] PRORlink;
always@(negedge CLK) begin
	if (OE) begin
		SCANCODE<=PROR;
	end
	end
always@(negedge CLK)
	PRORlink<=PROR;
endmodule
`timescale 1ns / 1ps
module PARALEREG( input sSDA,
						input sSCL,
						input START,
						input RST,
						output reg  [7:0] PROR,
						output reg PARITY_BIT
    );
reg [3:0] cnt = 1;
always @(negedge sSCL)begin
	if(START) begin
		if(cnt<9) begin
		 PROR[cnt - 1]<=sSDA;
		 cnt <= cnt + 1;
		 end
		else if(cnt==9)begin
		 PARITY_BIT<=sSDA;
		 cnt <= cnt + 1;
		 end
		 else if(cnt == 10)
		 cnt <= 1;
	end
   else
		cnt <= 1;
end
endmodule
`timescale 1ns / 1ps
module PARITY_CHECK(
    input PARITY_BIT,
    input [7:0] DATA_BUS,
    output PARITY
    );
wire internalParity;
assign internalParity = ^DATA_BUS;
assign PARITY = (PARITY_BIT == internalParity);
endmodule
`timescale 1ns / 1ps
module SEG( input [7:0] SCANCODE,
            output [7:0] OUTPUT,
				output reg [3:0]ANODE,
				output reg [7:0] SEG1,
				input CLK
    );
reg [3:0] out;
reg [15:0] cnt = 0;
always@(posedge CLK) begin
	cnt<= cnt+1;
end
always@(posedge CLK)begin
	case(cnt[15:14]) 
	2'b00:begin out = SCANCODE[3:0];
			 ANODE = 4'b1011; 
			 end
  2'b01: begin out = SCANCODE[7:4];
			 ANODE = 4'b0111; 
			 end
 endcase			 
end
always@(out) begin
	case(out) 
	  4'h0:SEG1=8'b00000011;
	  4'h1:SEG1=8'b10011111;
	  4'h2:SEG1=8'b00100101;
	  4'h3:SEG1=8'b00001101;
	  4'h4:SEG1=8'b10011001;
	  4'h5:SEG1=8'b01001001;
	  4'h6:SEG1=8'b01000001;
	  4'h7:SEG1=8'b00011111;
	  4'h8:SEG1=8'b00000001;
	  4'h9:SEG1=8'b00001001;
	  4'hA:SEG1=8'b00010001;
	  4'hB:SEG1=8'b11000001;
	  4'hC:SEG1=8'b01100011;
	  4'hD:SEG1=8'b10000101;
	  4'hE:SEG1=8'b01100001;
	  4'hF:SEG1=8'b01110001;
   endcase
end
endmodule
`timescale 1ns / 1ps
  module TOP_KEYBOARD(input tSDA,
			  input tSCL,
			  input tCLK,
			  input RST,
			 output [7:0] tSCANCODE,
			 output tDVALID,
			 output [7:0] OUTPUT,
			 output [3:0] ANODE,
			 output [7:0] SEG1
    );
	wire tsSDA;
	wire tsSCL;
	wire [7:0] tPROR;
	wire tPARITY_BIT;
	wire tparityOut;
	wire tPARITY;
	wire tSTART;
	wire tOE;
	wire [7:0] ttSCANCODE;
	assign tSCANCODE = ttSCANCODE;
	assign DVALID = tPARITY;
	assign tDVALID = DVALID;
	FFSYNC tFFSYNC(
	.SDA(tSDA),
	.SCL(tSCL),
	.CLK(tCLK),
	.sSDA(tsSDA),
	.sSCL(tsSCL)
	);
	PARALEREG tPARALEREG(
	.sSDA(tsSDA),
	.sSCL(tsSCL),
	.START(tSTART),
	.PARITY_BIT(tPARITY_BIT),
	.PROR(tPROR)
	);
	CTRL_CIRC tCTRL_CIRC(
	.sSDA(tsSDA),
	.sSCL(tsSCL),
	.CLK(tCLK),
	.START(tSTART)
	);
	PARITY_CHECK tPARITY_CHECK(
	.PARITY_BIT(tPARITY_BIT),
	.DATA_BUS(tPROR),
	.PARITY(tPARITY)
	);
	OUTREG tOUTREG(
	.PROR(tPROR),
	.CLK(tCLK),
	.OE(tDVALID),
	.SCANCODE(ttSCANCODE)
	);
	 SEG segment (
	.SCANCODE(ttSCANCODE),
	.ANODE(ANODE),
	.SEG1(SEG1),
	.CLK(tCLK)
	 );
endmodule
```
`flow/run.sh`:
```
#!/bin/bash
# OpenROAD 26Q1-2900-gdf79404cd8, Yosys 0.63+post, stock flow scripts
make -C /OpenROAD-flow-scripts/flow DESIGN_CONFIG=/design/flow/config.mk WORK_HOME=/design/flow/orfs finish
```
`flow/config.mk`:
```
export PLATFORM = sky130hd
export DESIGN_NAME = TOP_KEYBOARD
export DESIGN_NICKNAME = TOP_KEYBOARD
export VERILOG_FILES = /design/flow/design.v
export SDC_FILE = /design/flow/constraint.sdc
export NUM_CORES = 4
export LEC_CHECK = 1
export CORE_UTILIZATION = 50
```
`flow/constraint.sdc`:
```
current_design TOP_KEYBOARD

set clk_period 4.6
set clk_io_pct 0.2

create_clock -name clk0 -period $clk_period [get_ports {tCLK}]

set non_clock_inputs [all_inputs -no_clocks]
set_input_delay [expr $clk_period * $clk_io_pct] -clock clk0 $non_clock_inputs
set_output_delay [expr $clk_period * $clk_io_pct] -clock clk0 [all_outputs]
```
==> results.sh <==
# source this file to load flow results
export IMPL_run_status="complete, no violations"
export IMPL_area_leaders="edfxtp_1, dfxtp_1, ha_1"
export IMPL_vias_per_cell=5.00
export IMPL_worstSetupPathType="reg2out"
export IMPL_dp_slack_ns=0.527
export IMPL_path_max_fanout=3
export IMPL_hold_viol_final=0
export IMPL_globalRouteOverflowTotal=0
export IMPL_rows=28
export IMPL_syn_area_mm2=0.00311
export IMPL_cts_setup_buffers=0
export IMPL_ff_type="dfxtp_1"
export IMPL_min_path_type="reg2reg"
export IMPL_die_w_um=80.8
export IMPL_yosys_warnings=14
export IMPL_largest_area_cell="edfxtp_1"
export IMPL_vias=2050
export IMPL_ys_sh_xor=0.0757
export IMPL_slowest_stage="clkdlybuf4s50_1"
export IMPL_drt_initial_drc_count=59
export IMPL_yosysSeqAreaShare=0.464
export IMPL_ys_cells=305
export IMPL_grt_antenna_before_repair=0
export IMPL_cts_tree="built"
export IMPL_grt_setup_unrepaired="no"
export IMPL_yosysUniqueCellTypes=47
export IMPL_unclocked_pins=20
export IMPL_drv_cap=0
export IMPL_drive_gt1_frac=0.0776
export IMPL_ant_nets=0
export IMPL_die_h_um=80.8
export IMPL_worst_slew_pin_slew_ns=0.801
export IMPL_grtUsageTotal=0.154
export IMPL_leakage_nw=1.37
export IMPL_edf_count=26
export IMPL_synth_most_common_cell="dfxtp_1"
export IMPL_required_ns=3.68
export IMPL_warnings=49
export IMPL_maxSlewHeadroom=0.462
export IMPL_regArea_mm2=0.00144
export IMPL_finish_utilization=0.583
export IMPL_ys_top_logic_family="simple AND/OR/NAND/NOR gates"
export IMPL_compound_area_frac=0.0918
export IMPL_p_per_area_mw_per_mm2=232
export IMPL_slowest_delay_ns=0.49
export IMPL_synth_chip_area_mm2=0.00311
export IMPL_ir_drop_v=0.000203
export IMPL_hpwlAfterDp_um=3530
export IMPL_route_detailed_drc=0
export IMPL_fp_coreArea_mm2=0.00596
export IMPL_firstDrtPassIters=4
export IMPL_synth_flop_count=59
export IMPL_clkSlewWorstSetupHoldPaths_ns=0.07
export IMPL_yosys_top_cells_count="dfxtp_1, edfxtp_1, nand2_1"
export IMPL_power_total_mw=0.807
export IMPL_gp_congestion=0.794
export IMPL_critPathTopFamily="buffers and inverters"
export IMPL_finalSetupViolCount=0
export IMPL_critPathLaunchType="flip-flop"
export IMPL_fillers=512
export IMPL_ys_sh_mux=0.0556
export IMPL_clock_latency_ns=0.34
export IMPL_grt_pass1_wl_um=7800
export IMPL_io_pins=33
export IMPL_wl_per_cell_um=11.1
export IMPL_untimed_endpoints=49
export IMPL_arrival_ns=3.49
export IMPL_fp_util=0.522
export IMPL_syn2layout_area_growth_pct=11.6
export IMPL_grt_pass1_vias=1779
export IMPL_cts_resized_gates=0
export IMPL_syn_area_per_cell_um2=10.2
export IMPL_tns_ns=0
export IMPL_finClkSkew_ns=0.0589
export IMPL_cp_cell_sequence="clkdlybuf4s50_1"
export IMPL_chipArea_mm2=0.00654
export IMPL_antennaDiodeCount=0
export IMPL_netlist_instances=305
export IMPL_simple_gate_area_frac=0.159
export IMPL_synthAdderAreaFrac=0.0926
export IMPL_cts_root_buf="clkbuf_8"
export IMPL_comb_area_mm2=0.00152
export IMPL_cts_made_buffers=5
export IMPL_top_area_frac=0.251
export IMPL_critical_path_buf_inv_count=1
export IMPL_grt_max_degree=21
export IMPL_clock_path_buffers=2
export IMPL_synthArstFlopShare=0
export IMPL_fin_ws_ns=0.189
export IMPL_maxSlewViolCount=0
export IMPL_htreeDepth=2
export IMPL_portBuffers=20
export IMPL_postCtsHoldBufs=0
export IMPL_wl_um=4550
export IMPL_crit_path_end_kind="output pin"
==> placed cells by master (no fill, tap or decap), types with 5 or more instances in the layout <==
cell type,instances
a21oi_1,11
clkbuf_8,6
clkdlybuf4s50_1,20
conb_1,11
dfxtp_1,33
edfxtp_1,26
ha_1,23
inv_1,29
mux2_2,10
mux2i_1,6
nand2_1,24
nand2b_1,5
nand3_1,9
nand4_1,5
nor2_1,21
o21ai_0,16
or3_1,6
xnor2_1,19
xor2_1,6
==> kinds of logic (layout without fill, tap and decap cells) <==
| kind of cell | count (synthesis) | count (layout) |
|---|---|---|
| compound gates | 46 | 46 |
| xor+xnor | 26 | 26 |
| fa+ha+maj | 23 | 23 |
| buf+inv | 38 | 59 |
| flops | 59 | 59 |
| mux | 16 | 16 |
| other cells | 2 | 11 |
| simple gates | 95 | 95 |
==> flip-flops by register name (all words and copies together), names as in the netlist <==
name and count:
segment.out 4, tOUTREG.SCANCODE 8, tPARALEREG.PARITY_BIT 1, SEG1 7, segment.ANODE 2, tFFSYNC.sSDA 1, tCTRL_CIRC.state 3, segment.cnt 16
tPARALEREG.cnt 4, tFFSYNC.sSCL 1, tCTRL_CIRC.cnt 4, tPARALEREG.PROR 8
==> final timing paths <==
path	start	end	slack, ns	cells after the start
min reg2reg	segment.cnt[0]$_DFF_P_	segment.cnt[0]$_DFF_P_	0.40	1
min	segment.cnt[0]$_DFF_P_	segment.cnt[0]$_DFF_P_	0.40	1
max reg2reg	tOUTREG.SCANCODE[4]$_DFFE_NP_	SEG1[1]$_DFF_P_	0.56	9
max	tOUTREG.SCANCODE[0]$_DFFE_NP_	tSCANCODE[0]	0.19	1
==> layout make-up <==
cell class                      count  share of cell area
Timing Repair Buffer               22              0.0620
Clock buffer                        6              0.0238
Sequential cell                    59               0.415
Inverter                           19              0.0206
Multi-Input combinational cell    217               0.437
Clock inverter                     12              0.0144
Tap cell                           75              0.0270
==> per-layer routing <==
metal | global-route usage | up-vias | wire length (µm)
li1 | - | 1099 | -
met1 | 0.241 | 920 | 2320
met2 | 0.247 | 26 | 2060
met3 | 0.0205 | 5 | 99
met4 | 0.0179 | 0 | 74
met5 | 0 | - | 0
==> where the power goes <==
part / switching (mW) / internal, mW
combinational: 0.0545 / 0.0746
clock: 0.134 / 0.132
sequential: 0.0146 / 0.397
total: 0.203 / 0.604
==> per-stage QoR <==
stage,hold WS (ns),area (µm²),instances
finish,0.398,3470,410
global route,0.441,3470,410
floorplan,0.370,3140,314
detailed placement,0.385,3340,393
CTS,0.403,3470,410
global placement,0.380,3340,393
==> worst reg2reg max path: stages (launching register included) <==
cell	delay, ns
edfxtp_1	0.41
mux2i_1	0.16
nor2_1	0.05
a21oi_1	0.13
buf_4	0.17
inv_1	0.07
ha_1	0.21
nand2_1	0.10
a21boi_0	0.18
o21ai_0	0.08
Power figures rest on the tool's default switching activity, not on a simulated workload.
